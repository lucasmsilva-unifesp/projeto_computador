[constraint.sdc]
current_design rom

set clk_period 1.0
set clk_io_pct 0.2

create_clock -name clk0 -period $clk_period [get_ports {clk}]

set non_clock_inputs [all_inputs -no_clocks]
set_input_delay [expr $clk_period * $clk_io_pct] -clock clk0 $non_clock_inputs
set_output_delay [expr $clk_period * $clk_io_pct] -clock clk0 [all_outputs]
[design.v]
module rom
#(
	parameter DATA_WIDTH=32, 
	parameter ADDR_WIDTH=9
)
(
	input [ADDR_WIDTH-1:0] addr,
	input clk, 
	output reg [31:0] q
);
	reg [DATA_WIDTH-1:0] ROM[(2**ADDR_WIDTH)-1:0];
initial begin
ROM[1] = 32'b000011_010000_000000_00000000000001;
ROM[2] = 32'b001111_010000_000000_000000_00_000000;
ROM[3] = 32'b000011_010001_000000_00000000000010;
ROM[4] = 32'b001111_010001_000000_000000_00_000000;
ROM[5] = 32'b000011_010010_000000_00000000000011;
ROM[6] = 32'b001111_010010_000000_000000_00_000000;
ROM[7] = 32'b010001_00000000000000000000000000;
end
	always @ (posedge clk)
	begin
		q <= ROM[addr];
	end
endmodule
[run.sh]
#!/bin/bash
# OpenROAD 26Q1-2900-gdf79404cd8, Yosys 0.63+post, stock flow scripts
make -C /OpenROAD-flow-scripts/flow DESIGN_CONFIG=/design/flow/config.mk WORK_HOME=/design/flow/orfs finish
[config.mk]
export PLATFORM = sky130hd
export DESIGN_NAME = rom
export DESIGN_NICKNAME = rom
export VERILOG_FILES = /design/flow/design.v
export SDC_FILE = /design/flow/constraint.sdc
export NUM_CORES = 4
export LEC_CHECK = 1
export CORE_AREA = 10 10 70 70
export DIE_AREA = 0 0 80 80
export SYNTH_MEMORY_MAX_BITS = 65536
==> flow_metrics.py <==
# Auto-generated metrics
metrics = {
    "worst_setup_path": {
        "crit_path_start_kind": "register",
        "required_ns": 0.80,
        "cp.depth": 1,
        "cp_num_buf_inv": 1,
        "cp-end-kind": "output pin",
        "crit_path_max_fanout": 1,
        "worstSetupPathType": "reg -> out",
        "crit_chain": "dlygate4sd2_1",
        "crit_family": "flip-flops",
        "slowest_stage": "dfxtp_1",
        "max_stage_delay_ns": 0.29,
        "cp.arrival_ns": 0.76,
    },
    "detailed_routing": {
        "routed-wl-met2_um": 384,
        "wl_met3_um": 93,
        "dr.pass1.iters": 2,
        "routed_wl_um": 862,
        "post_drt_wl_per_cell_um": 7.84,
        "routedLengthMet1_um": 365,
        "drc_errors": 0,
        "highest_layer": "met4",
        "dr_total_vias": 267,
        "viasPerCell": 2.43,
        "n_antenna_cell": 0,
        "drt_iter0_drc": 3,
        "ant_nets": 0,
    },
    "global_routing": {
        "antenna_found_initial": 0,
        "grt_start_max_net_pins": 8,
        "grt.overflow.total": 0,
        "grt_pass1_wl_mm": 1.26,
        "grt_util_all_layers": 0.0230,
        "grt_pass1_vias": 291,
    },
    "flow_run": {
        "warning_count": 34,
        "maxCapViolations": 0,
    },
    "final_timing": {
        "finalHoldViolCount": 0,
        "fin_crit_sh": 0.964,
        "rsz0062_at_grt": "no",
        "hold-worst-slack_ns": 0.429,
        "drv_slew": 0,
        "setup_viol": 0,
        "min_period_ns": 0.964,
        "max_freq_mhz": 1040,
    },
    "yosys": {
        "synth_cell_type_count": 10,
        "yosys_area_um2": 453,
        "ys_seq_frac": 0.309,
        "netlist_area_um2": 453,
        "ys_cells": 50,
        "netlist_instances": 50,
        "avgSynthCellArea_um2": 9.06,
        "synth_flops": 7,
        "synth.yosys.warnings": 1,
    },
    "floorplan": {
        "core_region_area_um2": 3420,
        "die-height_um": 80,
        "io_pins": 42,
        "fp_util": 0.133,
        "die_area_um2": 6400,
        "die_x_um": 80,
        "rows": 21,
    },
    "layout": {
        "area_growth_pct": 24.6,
        "nFillCells": 393,
        "regMostFlops": "q",
        "final_core_util": 0.165,
        "final_area_um2": 564,
        "reg.largest.list": "q: 7 flops",
        "layout.area.comb_um2": 193,
        "drive_gt1_frac": 0.156,
        "largest_reg_flops": 7,
        "seq_area_um2": 144,
    },
    "status": {
        "status": "complete, no violations",
    },
    "clock_tree": {
        "clockBufferDepth": 2,
        "cts_tree": "done",
        "post_cts_buffers": 0,
        "cts_max_level": 1,
        "cts_made_buffers": 3,
        "cts.sinks": 7,
        "cts.reportedPaths.clkPinSlew_ns": 0.05,
        "cts_root_buf": "clkbuf_4",
    },
    "min_path": {
        "min_path_type": "in -> reg",
        "hold_path_depth": 2,
    },
    "placement": {
        "place_area_um2": 537,
        "port_buffers": 12,
        "gp_congestion": 0.639,
        "dp_hpwl_um": 754,
    },
    "power_and_ir_drop": {
        "p_leak_nw": 0.297,
        "vdd_ir_drop_max_v": 0.000207,
        "p_per_area_nw_per_um2": 1140,
    },
}
## layer usage
metal  vias up  global-route usage
li1        128                   -
met1       113              0.0320
met2        24              0.0321
met3         2             0.00568
met4         0              0.0106
met5         -                   0
## cell families after synthesis
logic type,share of synthesized area
adder cells (fa/ha/maj),0.111
buffers and inverters,0.439
flip-flops,0.309
multiplexers,0.0497
other,0.0166
AND/OR/NAND/NOR,0.0746
## metrics by stage
stage               total power [W]  worst slack [ns]  TNS (ns)  std cells
floorplan                  0.000396             0.217         0         71
global placement           0.000410            -0.353     -1.72        106
detailed placement         0.000409            -0.373     -1.84        106
CTS                        0.000663            0.0112         0        110
global route               0.000692           0.00409         0        110
finish                     0.000645            0.0358         0        110
## layout make-up
class                           instances  share of cell area
Multi-Input combinational cell         36               0.341
Sequential cell                         7               0.255
Timing Repair Buffer                   14               0.235
Tap cell                               46               0.102
Clock buffer                            4              0.0466
Inverter                                3              0.0200
## path summary, 6_finish.rpt
check / startpoint / to / slack (ns)
max: q[20] / q[20] / 0.04
min: addr[0] / q[30] / 0.43
## power breakdown
group          internal, W  leakage [nW]  total (W)  switching [W]
Combinational    0.0000508         0.224  0.0000799      0.0000291
Clock             0.000152        0.0150   0.000260       0.000107
Sequential        0.000299        0.0582   0.000305     0.00000541
## synth_stat cells
cell type | n | share of area
inv_1 | 3 | 0.025
nand2b_1 | 1 | 0.014
mux2_2 | 2 | 0.050
and3_1 | 1 | 0.014
dfxtp_1 | 7 | 0.31
buf_4 | 25 | 0.41
ha_1 | 4 | 0.11
conb_1 | 2 | 0.017
and2_1 | 1 | 0.014
nand2_1 | 4 | 0.033
## cells in the final DEF, fill, tap and decap left out
cell,netlist,routed
inv_1,3,3
nand2_1,4,4
buf_6,0,1
dlygate4sd2_1,0,5
and2_1,1,1
dfxtp_1,7,4
ha_1,4,4
clkbuf_4,0,3
dfxtp_2,0,3
clkdlybuf4s15_1,0,7
and3_1,1,1
mux2_2,2,2
buf_4,25,1
nand2b_1,1,1
clkbuf_1,0,1
conb_1,2,23
## what timing repair did
item                       CTS  global route
gates resized               21             2
hold buffers                 0             0
setup endpoints to repair   13             2
Power is estimated from default activity; no workload was simulated.
