### ./config.mk
export PLATFORM = sky130hd
export DESIGN_NAME = ram
export DESIGN_NICKNAME = ram
export VERILOG_FILES = /design/flow/design.v
export SDC_FILE = /design/flow/constraint.sdc
export NUM_CORES = 4
export LEC_CHECK = 1
export CORE_UTILIZATION = 30
### ./constraint.sdc
current_design ram

set clk_period 7.8
set clk_io_pct 0.2

create_clock -name clk0 -period $clk_period [get_ports {write_clock}]

set non_clock_inputs [all_inputs -no_clocks]
set_input_delay [expr $clk_period * $clk_io_pct] -clock clk0 $non_clock_inputs
set_output_delay [expr $clk_period * $clk_io_pct] -clock clk0 [all_outputs]
### ./design.v
module ram
#(
	parameter DATA_WIDTH=32, 
	parameter ADDR_WIDTH=6
)
(
	input [(DATA_WIDTH-1):0] data,
	input [(ADDR_WIDTH-1):0] read_addr, write_addr,
	input we, write_clock,
	output reg [(DATA_WIDTH-1):0] q
);
	reg [DATA_WIDTH-1:0] ram[(2**ADDR_WIDTH)-1:0];
initial begin
ram[0] = 0;
ram[1] = 1;
ram[2] = 2;
ram[3] = 3;
end
	always @ (posedge write_clock)
	begin
		q <= ram[read_addr];
		if (we)
			ram[write_addr] <= data;
	end
endmodule
### ./run.sh
#!/bin/bash
# OpenROAD 26Q1-2900-gdf79404cd8, Yosys 0.63+post, stock flow scripts
make -C /OpenROAD-flow-scripts/flow DESIGN_CONFIG=/design/flow/config.mk WORK_HOME=/design/flow/orfs finish
==> results_dict.tcl <==
# flow metrics
set metrics [dict create \
    slowest_stage "o22ai_1" \
    wl_per_cell_um 28.4 \
    max_stage_delay_ps 850 \
    synth_area_per_cell_um2 23.6 \
    coreArea_um2 260000 \
    synthCells 3324 \
    finalWorstSetupSlack_ps 3190 \
    grt_pass1_wl_um 291000 \
    clock.fmax_ghz 0.217 \
    ys_warn_count 1 \
    dp.cells 6874 \
    synth_area_um2 78500 \
    die_h_um 514 \
    grt_pass1_vias 39823 \
    track_usage_pct 16.9 \
    cts_buffers 195 \
    warning_count 26 \
    synth_seq_share_pct 79.1 \
    first_pass_iters 5 \
    fin_cells 7231 \
    cts_tree "done" \
    cpMostUsedCell "mux4_2" \
    dpl_worst_slack_ps 2310 \
    cp-end-kind "register" \
    power_density_nw_per_um2 253 \
    setup_viol 0 \
    ir_drop_mv 0.192 \
    maxSlewViolCount 0 \
    first_iter_violations 2359 \
    syn_to_final_growth_pct 15.5 \
    netlist-cell-type-count 34 \
    grt_max_degree 90 \
    status "finished clean" \
    min_path_type "register to register" \
    async_reset_ff_share_pct 0 \
    post-cts-setup-buffers 0 \
    rows 187 \
    drv_cap 0 \
    post-route-period-util_pct 59.1 \
    gp_congestion 0.883 \
    portBuffers 77 \
    tightest_slew_ps 1110 \
    ys_area_um2 78500 \
    yosysTopAreaCellShare_pct 78.3 \
    critPathKind "input port to register" \
    ff_type "edfxtp_1" \
    num_io_pins 78 \
    ys_ff 2080 \
    cp.required_ps 8490 \
    tns_ps 0 \
    cts_hold_buf 0 \
    timing.hold.ws_ps 819 \
    rsz0062_at_grt "no" \
    clock-sinks 2080 \
    path_max_fanout 62 \
    dp_hpwl_um 113000 \
    drc 0 \
    final_antenna_net_count 0 \
    cp.arrival_ps 5300 \
    viasPerCell 4.97 \
    finalClockSkew_ps 41.4 \
    dieArea_um2 264000 \
    yosysTopAreaCell "edfxtp_1" \
    vias 35913 \
    slew-limit-headroom_pct 26.2 \
    finalHoldViolCount 0 \
    antenna_found_initial 9 \
    clk_latency_ps 850 \
    drive_above_1_share_pct 28.9 \
    dieWidth_um 514 \
    ctsResizeCount 0 \
    ys_cells 3324 \
    initCoreUtil_pct 30.2 \
    totalWireLength_um 205000 \
    utilization_pct 34.9 \
    p_leak_nw 27.6 \
    cts_htree_levels 4 \
    grt_overflow_total 0 \
    start_kind "input port" \
    synth-edff-count 2048 \
    path_cells "buf_8 -> buf_4 -> buf_12 -> mux4_2 -> mux4_2 -> o22ai_1 -> nor2_1" \
    fin_crit_ps 4610 \
    clk_pin_slew_ps 60 \
    cts_root_buffer "clkbuf_16" \
    top_cells_by_area "edfxtp_1 (78%), mux4_2 (16%), mux2i_1 (1.2%), dfxtp_1 (0.82%), o22ai_1 (0.67%)" \
    clk_path_buf_depth 3 \
]
==> where the power goes <==
part           switching, mW  leakage, nW  internal [mW]
Sequential            0.0713         18.7           12.4
Clock                   4.02         3.04           5.30
Combinational          0.738         5.83          0.441
Total                   4.83         27.6           18.1
==> worst paths after layout <==
path / depth (start not counted) / slack (ps) / start / to
setup / recovery: 7 / 3190 / read_addr[0] / q[3]$_DFF_P_
hold / removal: 4 / 820 / ram[28][17]$_DFFE_PP_ / q[17]$_DFF_P_
setup reg to reg: 5 / 5280 / ram[5][14]$_DFFE_PP_ / q[14]$_DFF_P_
hold reg to reg: 4 / 820 / ram[28][17]$_DFFE_PP_ / q[17]$_DFF_P_
==> sequential cells by signal, indices dropped and copies added, names as in the netlist <==
name and cells:
q 32, ram 2048
==> Yosys cell counts, types with 5 or more instances <==
cell type / instances
a22oi_1: 12
nand3b_1: 5
o22ai_1: 84
a21oi_1: 62
dfxtp_1: 32
buf_1: 21
nand2b_1: 8
nand3_1: 5
buf_2: 57
buf_6: 5
buf_4: 25
nand2_1: 26
nor3_1: 7
clkbuf_1: 74
mux2i_1: 93
nor2_1: 137
o221ai_1: 27
a311oi_1: 8
edfxtp_1: 2048
mux4_2: 544
nor2b_1: 15
==> layer usage <==
metal,global-route usage (%),routed length [um],vias to the layer above
met5,0.584,218,-
met4,4.56,7050,10
met3,14.4,37800,290
met2,25.7,99000,2579
met1,17.0,61300,18259
li1,-,-,14775
==> metrics by stage <==
step	power, mW	cell area [um2]
floorplan	13.2	78500
global placement	13.9	84400
detailed placement	13.9	84400
CTS	23.2	90600
global route	23.6	90600
finish	22.9	90700
==> cells in the final DEF (no fill, tap or decap), types with 3 or more instances in the layout <==
cell / Yosys / layout
or3b_2: 3 / 3
mux2i_1: 93 / 93
o22ai_1: 84 / 84
edfxtp_1: 2048 / 2048
clkinv_8: 0 / 4
nand2b_1: 8 / 7
nor2_4: 0 / 62
inv_6: 0 / 3
buf_8: 0 / 3
nor2b_1: 15 / 15
a311oi_1: 8 / 8
nor2_1: 137 / 75
nor3_1: 7 / 5
dfxtp_1: 32 / 32
nand2_1: 26 / 26
buf_12: 0 / 8
nand3_1: 5 / 5
clkbuf_16: 0 / 201
o221ai_1: 27 / 27
a21oi_1: 62 / 62
buf_4: 25 / 151
and3_1: 4 / 4
a22oi_1: 12 / 12
bufinv_16: 0 / 15
clkinv_2: 0 / 28
or3_1: 3 / 3
o32ai_1: 4 / 4
clkdlybuf4s50_1: 0 / 40
clkbuf_8: 0 / 9
diode_2: 0 / 3
clkinv_1: 0 / 30
clkbuf_1: 74 / 55
clkinvlp_4: 0 / 7
buf_2: 57 / 33
nand3b_1: 5 / 5
mux4_2: 544 / 544
a41o_1: 4 / 4
==> final cells by class <==
type | instances | area (um2)
antenna | 3 | 7.51
timing repair buffer | 236 | 1920
fill | 23490 | 169000
tap | 3496 | 4370
sequential | 2080 | 62100
clock inverter | 89 | 887
multi-input combinational | 1062 | 16000
clock buffer | 265 | 5360
==> cells by family after synthesis <==
logic type	synth area share [%]
AND-OR/OR-AND	1.67
multiplexers	16.8
AND/OR/NAND/NOR	1.27
buffers and inverters	1.13
flip-flops	79.1
==> worst max-delay path: cells and delay by family <==
family / cells / cell delay (ps)
buf+inv: 3 / 1520
mux: 2 / 1080
compound gates: 1 / 850
simple gates: 1 / 120
Power and IR drop assume default switching activity.
